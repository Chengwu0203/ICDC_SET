### flow/run.sh
#!/bin/bash
# OpenROAD 26Q1-2900-gdf79404cd8, Yosys 0.63+post, stock flow scripts
make -C /OpenROAD-flow-scripts/flow DESIGN_CONFIG=/design/flow/config.mk WORK_HOME=/design/flow/orfs finish
### flow/config.mk
export PLATFORM = sky130hd
export DESIGN_NAME = SET
export DESIGN_NICKNAME = SET
export VERILOG_FILES = /design/flow/design.v
export SDC_FILE = /design/flow/constraint.sdc
export NUM_CORES = 4
export LEC_CHECK = 1
export CORE_UTILIZATION = 30
### flow/constraint.sdc
current_design SET

set clk_period 6.2
set clk_io_pct 0.2

create_clock -name clk0 -period $clk_period [get_ports {clk}]

set non_clock_inputs [all_inputs -no_clocks]
set_input_delay [expr $clk_period * $clk_io_pct] -clock clk0 $non_clock_inputs
set_output_delay [expr $clk_period * $clk_io_pct] -clock clk0 [all_outputs]
### flow/design.v
module SET ( clk , rst, en, central, radius, mode, busy, valid, candidate );
parameter [3:0] IDLE = 'h0;
parameter [3:0] PROCESS_0 = 'h1;
parameter [3:0] PROCESS_1 = 'h2;
parameter [3:0] PROCESS_2 = 'h3;
parameter [3:0] PROCESS_3 = 'h4;
parameter [3:0] PROCESS_4 = 'h5;
parameter [3:0] DONE = 'h6;
input clk, rst;
input en;
input [23:0] central;
input [11:0] radius;
input [1:0] mode;
output reg busy;
output reg valid;
output reg [7:0] candidate;
reg [3:0] CState, NState;
reg [3:0] x_axis, y_axis;
wire in_circle;
reg in_A, in_B,in_C;
reg [3:0] x, y, r;
check U0( .c_x(x), .c_y(y), .r(r), .x_axis(x_axis), .y_axis(y_axis), .in_circle(in_circle));
always@(posedge clk or posedge rst)begin
    if(rst) CState <= IDLE;
    else    CState <= NState;
end
always@(*)begin
    case(CState)
        IDLE:begin
            if(en)  NState <= PROCESS_0;
            else    NState <= IDLE;
        end
        PROCESS_0:  NState <= PROCESS_1;
        PROCESS_1:  NState <= PROCESS_2;
        PROCESS_2:  NState <= PROCESS_3;
        PROCESS_3:  NState <= PROCESS_4;
        PROCESS_4:begin
            if((x_axis == 'h8)&&(y_axis == 'h8))    NState <= DONE;
            else                                    NState <= PROCESS_0;
        end
        default:begin
            NState <= IDLE;
        end
    endcase
end
always@(posedge clk or posedge rst)begin
    if(rst)begin
        x_axis <= 'h1;
        y_axis <='h1;
        busy <= 'h0;
        valid <= 'h0;
        candidate <= 'h0;
    end
    else begin
        case(CState)
            IDLE:begin
                busy <= 'h0;
                valid <= 'h0;
                candidate <= 'h0;
            end
            PROCESS_0:begin
                {x,y,r} <= {central[23:16],radius[11:8]};
            end
            PROCESS_1:begin
                in_A <= in_circle;
                {x,y,r} <= {central[15:8],radius[7:4]};
            end
            PROCESS_2:begin
                in_B <= in_circle;
                {x,y,r} <= {central[7:0],radius[3:0]};
            end
            PROCESS_3:begin
                in_C <= in_circle;
            end
            PROCESS_4:begin
                if(x_axis < 'h8)begin
                    x_axis <= x_axis + 'h1;
                end
                else begin
                    x_axis <= 'h1;
                    if(y_axis < 'h8)begin
                        y_axis <= y_axis + 'h1;
                    end
                    else begin
                        y_axis <= 'h1;
                    end
                end
                case(mode)
                    'h0:    candidate <= candidate + in_A;
                    'h1:    candidate <= candidate + (in_A & in_B);
                    'h2:    candidate <= candidate + (in_A ^ in_B);
                    default:begin
                        case({in_A,in_B,in_C})
                            3'b011: candidate <= candidate + 'h1;
                            3'b101: candidate <= candidate + 'h1;
                            3'b110: candidate <= candidate + 'h1;
                            default:candidate <= candidate;
                        endcase
                    end
                endcase
            end
            DONE:begin
                busy <= 'h1;
                valid <= 'h1;
                candidate <= candidate;
            end
            default:begin
                busy <= 'h0;
                valid <= 'h0;
                candidate <= 'h0;
            end
        endcase
    end
end
endmodule
module check( c_x, c_y, r, x_axis, y_axis, in_circle);
input [3:0] c_x, c_y, r;
input [3:0] x_axis, y_axis;
output in_circle;
wire [3:0] ax, ay;
wire [8:0] distance;
wire [7:0] pow2_r;
assign ax = (c_x > x_axis) ? (c_x - x_axis) : (x_axis - c_x);
assign ay = (c_y > y_axis) ? (c_y - y_axis) : (y_axis - c_y);
assign distance = ( ax * ax ) + ( ay * ay );
assign pow2_r = (r * r);
assign in_circle = (pow2_r >= distance) ? ('h1) : ('h0);
endmodule
==> flow_summary.toml <==
# synthesis and place-and-route metrics
[route]
via_count = 2677
finalWirelength_um = 7280
m1WireLength_um = 3620
wl_met2_um = 3260
n_antenna_cell = 0
drc = 0
wl_met3_um = 258
drtPass1Iterations = 4
wire_per_inst_um = 12.7
antenna_left = 0
via_per_inst = 4.69
topRoutingLayerUsed = "met4"
drt_iter0_drc = 95

[setup_path]
cp-endpoint = "in_A$_DFFE_PP_"
crit_start = "x_axis[0]$_DFFE_PP1P_"
critPathCaptureType = "flop"
r2r_slack_ns = 1.11
crit_type = "flop to flop"
r2r-start = "x_axis[0]$_DFFE_PP1P_"
crit_arrival_ns = 5.15
r2r_cells = 20
critPathLaunchType = "flop"
reg2reg_to = "in_A$_DFFE_PP_"
path_max_fanout = 7
cp_data_required_time_ns = 6.25

[synth]
synthSimpleGateAreaFrac_pct = 18.4
synthFlopType = "dfrtp_1"
yosys_warnings = 1
syn_avg_cell_area_um2 = 9.02
logic_family = "adder cells"
ys_sh_mux_pct = 4.71
netlist_area_um2 = 3430
ys_sh_adder_pct = 21.6
ys_cells = 380
ys.flops = 39
ys_async_sr_fraction_pct = 61.5
netlist-cell-type-count = 50
yosysSeqAreaShare_pct = 30.8
yosys-stat-area_um2 = 3430
synthCells = 380
edf_count = 15
compound_area_share_pct = 14.8
synthXorXnorAreaFrac_pct = 3.58

[pwr]
p_clk_share_pct = 48.6
combPwrFrac_pct = 6.1
seqPwrFrac_pct = 45.3
power.switching_mw = 0.123
power.leakage_nw = 1.94
irDropWorstVdd_mv = 0.133
switching_share_pct = 20.8
p_int_mw = 0.469
power_density_nw_per_um2 = 140

[clock_tree]
holdBufCountCts = 0
cts_buffer_depth = 2
clock-sinks = 39
cts_resized = 0
clkLatencyLatePin_ns = 0.28
cts-root-buf = "clkbuf_16"
cts_buffers = 5
cts_setup_buffers = 0
cts_tree = "yes"
clkTransAtPathRegs_ns = 0.06
htree_levels = 2

[timing]
relSlewSlack_pct = 42.0
finalClockPeriodUsage_pct = 82.1
max_freq_mhz = 196
worst_pin_slew_ns = 0.870
slew_viol_final = 0
rsz0062_at_grt = "false"
hold_viol_final = 0
min_period_ns = 5.09
clock_skew_ns = 0.00610
setup_viol = 0
setup_tns_ns = 0

[cells_and_area]
logic_area_um2 = 2160
final_area_um2 = 4230
final_common_cell = "nand2_1"
flop_area_um2 = 1050
fillCellCount = 1071
drive_gt1_share_pct = 6.26
final_layout_top_logic_cells = "nand2_1, clkdlybuf4s50_1, ha_1"
syn_to_final_growth_pct = 23.4

[placed_design]
dp_hpwl_um = 5650
place_area_um2 = 4060
io_buffers = 50
place_congestion = 0.839

[global_routing]
grt_max_degree = 21
grt_pass1_wl_um = 12300
grt_pass1_vias = 2631
antenna_found_initial = 0
grt.total_usage_pct = 13.5
overflow = 0

[run_status]
status = "completed"

[floorplan]
core_area_um2 = 11000
die-area_um2 = 11900
die_w_um = 109
floorplan.core_util_pct = 31.2
rows = 38
die_h_um = 109
pin_count = 51

[worst_hold_path]
min_path_type = "flop to flop"
whs_path_depth = 0
hold_start = "CState[4]$_DFF_PP0_"

[flow_run]
drv_cap = 0
warnings = 36
-- power groups by stage --
stage / combinational (mW) / sequential [mW] / clock (mW)
after CTS: 0.0371 / 0.268 / 0.294
after global routing: 0.0399 / 0.268 / 0.307
final: 0.0362 / 0.268 / 0.288
-- cells in the mapped netlist (all sizes together), types with 6 or more instances --
cell    number  share of area, %
nand2       57               6.2
ha          48                18
inv         37               4.1
nor2        27               3.0
a21oi       22               3.3
dfrtp       21                15
edfxtp      15                13
a22oi       13               2.8
mux2i       12               3.5
xnor2       11               2.8
nand3       10               1.5
nor2b       10               1.8
o21ai        8               1.2
and2         7               1.3
fa           7               4.1
a21o         6               1.3
buf          6               1.6
or2          6               1.1
-- worst max-delay path: stages (launching register included) --
cell       delay, ns
dfstp_2         0.56
ha_1            0.16
inv_1           0.05
fa_1            0.40
nand3_1         0.10
and2_1          0.27
a31oi_1         0.09
mux2i_1         0.30
a21oi_2         0.16
or3b_1          0.39
fa_1            0.52
inv_1           0.07
ha_1            0.27
a21o_1          0.15
a21oi_1         0.20
o21bai_1        0.09
a21oi_1         0.19
xor2_1          0.09
ha_1            0.30
o2111ai_1       0.10
a221oi_1        0.41
-- kinds of logic (layout without fill, tap and decap cells) --
family	count (synthesis)	in the layout
AND-OR/OR-AND	75	75
XOR/XNOR	14	14
adder cells (fa/ha/maj)	55	55
buffers and inverters	48	99
flip-flops	39	39
multiplexers	15	15
AND/OR/NAND/NOR	134	134
-- flip-flops by register name, indices dropped and copies added, names as in the netlist --
| signal | cells |
|---|---|
| candidate | 8 |
| CState | 7 |
| r | 4 |
| x | 4 |
| x_axis | 4 |
| y | 4 |
| y_axis | 4 |
| in_A | 1 |
| in_B | 1 |
| in_C | 1 |
| valid | 1 |
-- worst min path at each step --
stage     slack, ns             endpoint
4_1_cts        0.38  CState[2]$_DFF_PP0_
5_1_grt        0.39  CState[2]$_DFF_PP0_
6_report       0.37  CState[2]$_DFF_PP0_
-- through the flow --
step / hold slack [ns] / std cells / utilization (%) / power, mW / worst slack [ns]
finish: 0.374 / 571 / 38.5 / 0.592 / 1.11
global route: 0.392 / 571 / 38.5 / 0.614 / 0.779
CTS: 0.377 / 571 / 38.5 / 0.599 / 1.14
detailed placement: 0.363 / 563 / 37.0 / 0.310 / 1.21
global placement: 0.365 / 563 / 37.0 / 0.309 / 1.32
floorplan: 0.355 / 380 / - / 0.280 / 1.56
-- layout make-up --
type | count | area share [%]
multi-input cells | 293 | 51.1
flip-flops and latches | 39 | 24.9
clock inverters | 2 | 0.414
well taps | 140 | 4.14
repair buffers | 54 | 12.5
inverters | 37 | 3.28
clock buffers | 6 | 3.55
-- per-layer routing --
layer,track usage (%),vias up
met5,0,-
met4,2.32,0
li1,-,1411
met2,21.8,41
met3,2.44,9
met1,19.5,1216
Power figures rest on the tool's default switching activity, not on a simulated workload.
